$ cat flow/design.v
module SPI_Master (
    input wire CLK,
    input wire START,
    input wire [2:0] SS_IN,
    input wire [7:0] DATA_M,
    output reg [7:0] OUT_STATE_MASTER,
    output reg [7:0] OUT_MAIN_MASTER,
    output reg isValid_Selection
);
    reg [3:0] state;
    reg [7:0] data_buffer;
    parameter IDLE = 4'b0000,
              SEND = 4'b0001,
              RECEIVE = 4'b0010;
    always @(posedge CLK) begin
        if (START) begin
            state <= SEND; 
            data_buffer <= DATA_M;
            isValid_Selection <= 1; 
            OUT_MAIN_MASTER <= DATA_M; 
        end
        case (state)
            SEND: begin
                if (SS_IN != 3'b111) begin 
                    OUT_STATE_MASTER <= data_buffer; 
                    state <= RECEIVE; 
                end else begin
                    isValid_Selection <= 0; 
                end
            end
            RECEIVE: begin
                OUT_STATE_MASTER <= OUT_MAIN_MASTER; 
                state <= IDLE; 
            end
            IDLE: begin
                if (START) begin
                    state <= SEND;
                end
            end
            default: state <= IDLE;
        endcase
    end
endmodule
module SPI_Slave (
    input wire CLK,
    input wire [2:0] SS_IN,
    input wire [7:0] DATA_S,
    output reg [7:0] OUT_STATE_SLAVE,
    output reg [7:0] OUT_MAIN_SLAVE
);
    always @(posedge CLK) begin
        if (SS_IN != 3'b111) begin 
            OUT_MAIN_SLAVE <= DATA_S; 
            OUT_STATE_SLAVE <= OUT_MAIN_SLAVE; 
        end else begin
            OUT_STATE_SLAVE <= 8'b00000000; 
            OUT_MAIN_SLAVE <= 8'b00000000; 
        end
    end
endmodule
module Integration (
    input wire CLK,
    input wire START,
    input wire [2:0] SS_IN,
    input wire [7:0] DATA_M,
    input wire [7:0] DATA_S,
    output wire [7:0] OUT_STATE_MASTER,
    output wire [7:0] OUT_MAIN_MASTER,
    output wire [7:0] OUT_STATE_SLAVE1,
    output wire [7:0] OUT_STATE_SLAVE2,
    output wire [7:0] OUT_STATE_SLAVE3,
    output wire isValid_Selection
);
    wire [7:0] OUT_MAIN_SLAVE1;
    wire [7:0] OUT_MAIN_SLAVE2;
    wire [7:0] OUT_MAIN_SLAVE3;
    wire slave1_selected, slave2_selected, slave3_selected;
    assign slave1_selected = (SS_IN == 3'b000); 
    assign slave2_selected = (SS_IN == 3'b001); 
    assign slave3_selected = (SS_IN == 3'b010); 
    SPI_Master master (
        .CLK(CLK),
        .START(START),
        .SS_IN(SS_IN),
        .DATA_M(DATA_M),
        .OUT_STATE_MASTER(OUT_STATE_MASTER),
        .OUT_MAIN_MASTER(OUT_MAIN_MASTER),
        .isValid_Selection(isValid_Selection)
    );
    SPI_Slave slave1 (
        .CLK(CLK),
        .SS_IN(slave1_selected ? 3'b000 : 3'b111), 
        .DATA_S(DATA_S),
        .OUT_STATE_SLAVE(OUT_STATE_SLAVE1),
        .OUT_MAIN_SLAVE(OUT_MAIN_SLAVE1)
    );
    SPI_Slave slave2 (
        .CLK(CLK),
        .SS_IN(slave2_selected ? 3'b001 : 3'b111), 
        .DATA_S(DATA_S),
        .OUT_STATE_SLAVE(OUT_STATE_SLAVE2),
        .OUT_MAIN_SLAVE(OUT_MAIN_SLAVE2)
    );
    SPI_Slave slave3 (
        .CLK(CLK),
        .SS_IN(slave3_selected ? 3'b010 : 3'b111), 
        .DATA_S(DATA_S),
        .OUT_STATE_SLAVE(OUT_STATE_SLAVE3),
        .OUT_MAIN_SLAVE(OUT_MAIN_SLAVE3)
    );
endmodule
$ cat flow/run.sh
#!/bin/bash
# OpenROAD 26Q1-2900-gdf79404cd8, Yosys 0.63+post, stock flow scripts
make -C /OpenROAD-flow-scripts/flow DESIGN_CONFIG=/design/flow/config.mk WORK_HOME=/design/flow/orfs finish
$ cat flow/config.mk
export PLATFORM = sky130hd
export DESIGN_NAME = Integration
export DESIGN_NICKNAME = Integration
export VERILOG_FILES = /design/flow/design.v
export SDC_FILE = /design/flow/constraint.sdc
export NUM_CORES = 4
export LEC_CHECK = 1
export CORE_UTILIZATION = 40
$ cat flow/constraint.sdc
current_design Integration

set clk_period 3.4
set clk_io_pct 0.2

create_clock -name clk0 -period $clk_period [get_ports {CLK}]

set non_clock_inputs [all_inputs -no_clocks]
set_input_delay [expr $clk_period * $clk_io_pct] -clock clk0 $non_clock_inputs
set_output_delay [expr $clk_period * $clk_io_pct] -clock clk0 [all_outputs]
==> flow_metrics.py <==
# Physical implementation metrics
metrics = {
    "status": {
        "status": "completed",
    },
    "sta": {
        "fin_crit_sh": 0.570,
        "rsz0062_at_grt": "no",
        "worstMarginPinSlew_ns": 0.790,
        "whs_ns": 0.421,
        "fmax_mhz": 516,
        "slew_headroom": 0.471,
        "finalCriticalPeriod_ns": 1.94,
        "tns_ns": 0,
        "final_hold_viol_count": 0,
        "slew_violations": 0,
        "skew_ns": 0.00557,
        "setup_viol": 0,
    },
    "power_and_ir_drop": {
        "irDropWorstVdd_uv": 313,
        "power.leakage_nw": 1.08,
        "powerDensity_mw_per_mm2": 538,
    },
    "grt": {
        "grt_most_used_layer": "met2",
        "grt_overflow": 0,
        "grt_max_degree": 17,
        "grt_usage": 0.127,
        "grtUsageMet1": 0.165,
        "antenna_found_initial": 0,
        "grt_pass1_vias": 1081,
        "gr-usage-met3": 0.0521,
        "grt_pass1_wl_mm": 4.82,
        "met2_usage": 0.205,
    },
    "setup_path": {
        "cp-end-kind": "flip-flop",
        "cp.required_ns": 3.67,
        "crit_path_start_kind": "input port",
        "crit_family": "simple AND/OR/NAND/NOR gates",
        "crit_type": "in2reg",
        "crit_slowest_cell": "nor3b_2",
        "cp_slowest_stage_delay_ns": 0.70,
        "cp.arrival_ns": 2.21,
        "critPathMaxFanout": 16,
        "path_cells": "clkdlybuf4s50_1 > nor3b_2 > and2_1",
        "worst-path-buf-inv": 1,
    },
    "synth": {
        "yosys_warnings": 2,
        "ys_cells": 135,
        "synth_cell_types": 18,
        "yosys_area_sq_mm": 0.00196,
        "syn_area_per_cell_sq_um": 14.6,
        "ys_ff": 69,
        "syn_inst": 135,
        "ys_seq_frac": 0.785,
        "synth_area_sq_mm": 0.00196,
    },
    "floorplan": {
        "dieArea_sq_mm": 0.00520,
        "initCoreUtil": 0.416,
        "boundaryPins": 62,
        "coreArea_sq_mm": 0.00472,
        "fp.dieH_um": 72.1,
        "die_w_um": 72.1,
        "rows": 25,
    },
    "clock_tree": {
        "htree_levels": 3,
        "numCtsBuffers": 9,
        "clkLatencyLatePin_ns": 0.33,
        "cts_tree": "built",
        "hold_buffers": 0,
        "cts_setup_buffers": 0,
        "clockRootBuffer": "clkbuf_8",
        "cts.path.max_buffers": 2,
        "path_clk_slew_ns": 0.07,
        "clock-sinks": 69,
        "cts_resized": 0,
    },
    "place": {
        "gp_congestion": 0.736,
        "io_buffers": 61,
        "dp_cells": 261,
        "dp.final_hpwl_mm": 2.07,
    },
    "run": {
        "warnings": 25,
        "maxCapViolCount": 0,
    },
    "routing": {
        "antennaDiodeCount": 0,
        "drt_iter0_drc": 21,
        "wl_mm": 2.94,
        "drt-pass1-iter-count": 21,
        "routed_via_density": 4.14,
        "num_vias": 1147,
        "routedWlPerCell_um": 10.6,
        "ant_nets": 0,
        "drc_errors": 0,
    },
    "finish": {
        "area_growth_pct": 44.4,
        "drive_gt1_frac": 0.0857,
        "lay_top_count": "clkdlybuf4s50_1",
        "final_cell_mix": "61 x clkdlybuf4s50_1, 53 x dfxtp_1, 48 x and2_1",
        "fin_cells": 277,
    },
    "hold_path": {
        "hold_class": "reg2reg",
    },
}
-- layout make-up --
type	instances	area, sq um
clock buffer	13	170
clock inverter	3	17.5
tap	67	83.8
sequential	69	1540
fill	375	1890
timing repair buffer	61	611
multi-input combinational	64	413
-- per-stage QoR --
stage | util | area (sq um) | setup WS [ns] | power (mW)
final | 0.601 | 2840 | 1.46 | 1.52
after global routing | 0.601 | 2840 | 1.33 | 1.59
after CTS | 0.601 | 2840 | 1.44 | 1.55
after detailed placement | 0.561 | 2650 | 1.10 | 0.949
after global placement | 0.561 | 2650 | 1.16 | 0.947
after floorplan | - | 1970 | 2.06 | 0.895
-- metal layers --
metal  part of all wire  vias up
met1               0.43      521
met4              0.027        0
met3              0.067        8
met5                  0        -
li1                   -      576
met2               0.48       42
-- cells in the mapped netlist (all sizes together) --
| cell type | count | area share |
|---|---|---|
| nor3b | 2 | 0.013 |
| and2 | 48 | 0.15 |
| nand3 | 1 | 0.0025 |
| buf | 2 | 0.0051 |
| edfxtp | 16 | 0.24 |
| a21boi | 1 | 0.0038 |
| and3 | 2 | 0.0064 |
| nor2 | 1 | 0.0019 |
| dfxtp | 53 | 0.54 |
| a31o | 1 | 0.0045 |
| clkbuf | 1 | 0.0019 |
| nor4b | 1 | 0.0045 |
| conb | 1 | 0.0019 |
| nand4 | 1 | 0.0032 |
| a31oi | 1 | 0.0032 |
| nor3 | 2 | 0.0076 |
| nand2b | 1 | 0.0032 |
-- registers in the layout, indices dropped and copies added, names as in the netlist --
name                      cells
master.OUT_MAIN_MASTER        8
master.OUT_STATE_MASTER       8
slave1.OUT_MAIN_SLAVE         8
slave1.OUT_STATE_SLAVE        8
slave2.OUT_MAIN_SLAVE         8
slave2.OUT_STATE_SLAVE        8
slave3.OUT_MAIN_SLAVE         8
slave3.OUT_STATE_SLAVE        8
master.state                  4
master.isValid_Selection      1
-- power breakdown --
| group | internal, mW | switching [mW] |
|---|---|---|
| combinational | 0.0433 | 0.0192 |
| clock | 0.327 | 0.268 |
| sequential | 0.860 | 0.00669 |
| total | 1.23 | 0.294 |
-- kinds of logic after synthesis --
family	Yosys count	share of synthesized area
other	1	0.00191
AOI/OAI and AO/OA	3	0.0115
buffers and inverters	3	0.00700
and+or+nand+nor	59	0.195
DFF	69	0.785
-- final timing paths --
| path | start | to | slack, ns | depth (start not counted) |
|---|---|---|---|---|
| setup reg to reg | master.state[1] | master.OUT_STATE_MASTER[7] | 2.08 | 2 |
| hold / removal | slave3.OUT_MAIN_SLAVE[7] | slave3.OUT_STATE_SLAVE[7] | 0.42 | 1 |
| hold reg to reg | slave3.OUT_MAIN_SLAVE[7] | slave3.OUT_STATE_SLAVE[7] | 0.42 | 1 |
| setup / recovery | SS_IN[0] | slave2.OUT_MAIN_SLAVE[5] | 1.46 | 3 |
Power and IR drop assume default switching activity.
